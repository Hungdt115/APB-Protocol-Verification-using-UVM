[flow/config.mk]
export PLATFORM = sky130hd
export DESIGN_NAME = apb_dut
export DESIGN_NICKNAME = apb_dut
export VERILOG_FILES = /design/flow/design.v
export SDC_FILE = /design/flow/constraint.sdc
export NUM_CORES = 4
export LEC_CHECK = 1
export CORE_UTILIZATION = 50
[flow/constraint.sdc]
current_design apb_dut

set clk_period 1.4
set clk_io_pct 0.2

create_clock -name clk0 -period $clk_period [get_ports {PCLK}]

set non_clock_inputs [all_inputs -no_clocks]
set_input_delay [expr $clk_period * $clk_io_pct] -clock clk0 $non_clock_inputs
set_output_delay [expr $clk_period * $clk_io_pct] -clock clk0 [all_outputs]
[flow/design.v]
module apb_dut (
  input  bit         PSEL,
  input  bit         PENABLE,
  input  bit  [31:0] PADDR,
  input  bit         PWRITE,
  input  bit  [31:0] PWDATA,
  input  bit         PCLK,
  input  bit         PRESET, 
  output reg  [31:0] PRDATA,
  output reg         PREADY,
  output reg         PSLVERR
);
  parameter IDLE   = 2'b00;
  parameter SETUP  = 2'b01;
  parameter ACCESS = 2'b10;
  reg [1:0] ps, ns;  
  reg [31:0] mem [31:0];  
  always @(posedge PCLK) begin
    if (PRESET) begin
      ps <= IDLE;
    end else begin
      ps <= ns;
    end
  end
  always @(*) begin
    ns      = ps;
    PREADY  = 1'b0;  
    PSLVERR = 1'b0;  
    case (ps)
      IDLE: begin
        if (PSEL == 1'b1 && PENABLE == 1'b0) begin
          ns = SETUP;
        end else begin
          ns = IDLE;
        end
      end
      SETUP: begin
        if (PSEL == 1'b1 && PENABLE == 1'b1) begin
          ns     = ACCESS;
          PREADY = 1'b1;  
          if (PADDR >= 32) begin  
            PSLVERR = 1'b1;
          end else begin
            if (PWRITE) begin
              mem[PADDR] = PWDATA;
            end else begin
              PRDATA = mem[PADDR];
            end
          end
        end else if (PSEL == 1'b1 && PENABLE == 1'b0) begin
          ns = SETUP;
        end else begin
          ns = IDLE;
        end
      end
      ACCESS: begin
        PREADY = 1'b1;  
        if (PADDR >= 32) begin
          PSLVERR = 1'b1;
        end
        if (PSEL == 1'b1 && PENABLE == 1'b0) begin
          ns = SETUP;
        end else if (PSEL == 1'b0 && PENABLE == 1'b0) begin
          ns = IDLE;
        end else begin
          ns = IDLE;
        end
      end
      default: ns = IDLE;
    endcase
  end
endmodule
[flow/run.sh]
#!/bin/bash
# OpenROAD 26Q1-2900-gdf79404cd8, Yosys 0.63+post, stock flow scripts
make -C /OpenROAD-flow-scripts/flow DESIGN_CONFIG=/design/flow/config.mk WORK_HOME=/design/flow/orfs finish
==> flow_metrics.py <==
# Flow results
metrics = {
    "run_status": {
        "status": "complete, no violations",
    },
    "power_and_ir_drop": {
        "leakage_nw": 11.8,
        "peakVddDrop_mv": 0.422,
        "power_density_nw_per_um2": 225,
    },
    "floorplanning": {
        "core_um2": 47700,
        "die_height_um": 222,
        "fp_util_pct": 50.8,
        "fp.dieArea_um2": 49300,
        "io_pins": 103,
        "die_x_um": 222,
        "fp-row-count": 80,
    },
    "sta": {
        "unclocked_regs": 1056,
        "finalHoldViolations": 0,
        "skew_ns": 0.00232,
        "setup_viol": 0,
        "untimed_endpoints": 1088,
        "tightestPinTransition_ns": 0.978,
        "fin_setup_tns_ns": 0,
        "fmax_mhz": 726,
        "period_used_pct": 98.4,
        "slew_headroom_pct": 34.6,
        "final_max_slew_viol_count": 0,
        "min_period_ns": 1.38,
    },
    "clock_network": {
        "clockBufferDepth": 2,
        "clk_pin_slew_ns": 0.03,
        "clk_latency_ns": 0.22,
        "cts_made_buffers": 3,
        "cts_root_buf": "clkbuf_16",
        "hold_buffers": 0,
        "htree_levels": 1,
        "cts_tree": "built",
    },
    "worst_setup_path": {
        "endpoint_kind": "output port",
        "start_kind": "primary input",
        "path_max_fanout": 2,
        "slowest_stage": "nor4_2",
        "worstPathArrival_ns": 1.10,
        "critPathRequiredTime_ns": 1.12,
        "slowest_delay_ns": 0.29,
        "critPathKind": "in -> out",
        "cpMostUsedCell": "clkbuf_2",
        "reg2regPathDepth": 3,
        "crit_chain": "clkbuf_2 -> nor4_2 -> nand3_1 -> o21a_1 -> clkbuf_2",
    },
    "detailed_routing": {
        "met3_length_um": 8830,
        "wl_met1_um": 34800,
        "top_layer": "met5",
        "routed_via_density": 6.38,
        "routed-wl-met2_um": 37800,
        "detail-route-antenna-nets": 0,
        "drt_wl_total_um": 83800,
        "drt_iter0_drc": 1724,
        "wl_per_cell_um": 27.1,
        "dr.pass1.iters": 5,
        "num_vias": 19700,
        "drcViolationCount": 0,
    },
    "logic_synthesis": {
        "yosys_area_um2": 24200,
        "yosys-stat-cells": 2455,
        "yosysUniqueCellTypes": 55,
        "async_reset_ff_share_pct": 0,
        "ys.flop_type": "dlxtn_1",
        "edf_count": 0,
        "syn_area_per_cell_um2": 9.87,
        "syn-instance-count": 2455,
        "numSynthFlops": 1058,
        "netlist_area_um2": 24200,
        "yosys_warnings": 2,
    },
    "placed_design": {
        "gp_routability_congestion": 0.879,
        "dpl_cell_area_um2": 26100,
        "hpwl_um": 48800,
        "portBuffers": 102,
    },
    "min_path": {
        "holdPathStages": 2,
        "min_path_type": "in -> reg",
    },
    "cells_and_area": {
        "mi_logic_area_um2": 7680,
        "mostFrequentLayoutCells": "dlxtn_1 (1056), nand3_1 (537), nand4_1 (126)",
        "drive_gt1_share_pct": 7.07,
        "layout_top_cell": "dlxtn_1",
        "fill_cells": 4070,
        "area_growth_pct": 8.21,
        "final_area_um2": 26200,
        "seq_area_um2": 15900,
    },
    "global_route": {
        "first_global_vias": 18400,
        "grt_max_degree": 72,
        "antenna_found_initial": 3,
        "grt_usage_pct": 35.6,
        "grt_pass1_wl_um": 124000,
        "grt_overflow": 0,
    },
    "flow_run": {
        "openroad.warnings": 26,
        "drv_cap": 0,
    },
}
[report_power, final]
group | leakage (nW) | internal [mW] | switching (mW)
Sequential | 8.62 | 2.12 | 0.421
Combinational | 3.19 | 1.06 | 1.86
Clock | 0.0370 | 0.363 | 0.0657
Total | 11.8 | 3.55 | 2.34
[critical path: cells and delay by family]
kind	cells	cell delay [ns]
and+or+nand+nor	2	0.44
AOI/OAI and AO/OA	1	0.20
buffers and inverters	2	0.18
[area by class of cell]
class | count | area share (%)
repair buffers | 209 | 6.81
flip-flops and latches | 1058 | 60.6
well taps | 615 | 2.93
clock buffers | 3 | 0.286
multi-input cells | 1204 | 29.3
diodes | 3 | 0.0286
inverters | 1 | 0.0143
[through the flow]
step / worst slack [ns] / power [mW] / cells / utilization (%) / hold slack [ns]
finish: 0.0230 / 5.89 / 3093 / 54.9 / 0.392
global route: -0.0688 / 6.24 / 3090 / 54.9 / 0.428
floorplan: 0.289 / 3.71 / 2455 / - / 0.352
detailed placement: -0.646 / 5.42 / 3085 / 54.6 / 0.576
global placement: -0.618 / 5.37 / 3085 / 54.6 / 0.567
CTS: -0.632 / 5.88 / 3089 / 54.8 / 0.391
[Yosys cell counts, drive strengths merged (14+ instances only)]
| library cell | count | share of area [%] |
|---|---|---|
| buf | 94 | 1.9 |
| o211ai | 14 | 0.43 |
| nand2 | 24 | 0.37 |
| nor2 | 43 | 0.68 |
| a22oi | 47 | 1.5 |
| nor3 | 29 | 0.66 |
| clkbuf | 98 | 1.5 |
| mux2 | 14 | 0.65 |
| mux2i | 33 | 1.4 |
| nand3 | 544 | 11 |
| a2111oi | 24 | 0.89 |
| a22o | 64 | 2.3 |
| o21ai | 17 | 0.35 |
| a31oi | 31 | 0.80 |
| nand4 | 126 | 3.3 |
| a32o | 42 | 1.7 |
| nor4 | 36 | 0.93 |
| dlxtn | 1056 | 66 |
| and2 | 17 | 0.44 |
[state kept, by name (all words and copies together), names as in the netlist]
| register | cells |
|---|---|
| mem | 1024 |
| PRDATA | 32 |
| ps | 2 |
[worst paths after layout]
kind | start | to | slack [ns]
max | PADDR[7] | PSLVERR | 0.02
min | PENABLE | ps[2] | 0.39
max reg2reg | ps[2] | ps[1] | 0.72
min reg2reg | ps[2] | ps[1] | 0.56
[kinds of logic after synthesis]
kind of cell | synth area share (%)
DFF | 0.165
muxes | 2.01
AOI/OAI and AO/OA | 10.0
latches | 65.6
and+or+nand+nor | 18.9
buffers and inverters | 3.43
[per-layer routing]
| layer | global-route usage, % | vias up |
|---|---|---|
| li1 | - | 8906 |
| met1 | 54.3 | 9681 |
| met2 | 52.9 | 1021 |
| met3 | 9.81 | 133 |
| met4 | 8.58 | 4 |
| met5 | 0 | - |
[repair_timing]
action                     CTS  global route
setup endpoints to repair    2             1
setup buffers                1             1
resized                      7            58
cloned                       0             0
pin swaps                    2            10
Power figures rest on the tool's default switching activity, not on a simulated workload.
